==> flow/run.sh <==
#!/bin/bash
# OpenROAD 26Q1-2900-gdf79404cd8, Yosys 0.63+post, stock flow scripts
make -C /OpenROAD-flow-scripts/flow DESIGN_CONFIG=/design/flow/config.mk WORK_HOME=/design/flow/orfs finish
==> flow/config.mk <==
export PLATFORM = sky130hd
export DESIGN_NAME = axi4_to_ahb_vga
export DESIGN_NICKNAME = axi4_to_ahb_vga
export VERILOG_FILES = /design/flow/design.v
export SDC_FILE = /design/flow/constraint.sdc
export NUM_CORES = 4
export LEC_CHECK = 1
export CORE_AREA = 10 10 126 126
export DIE_AREA = 0 0 136 136
==> flow/constraint.sdc <==
current_design axi4_to_ahb_vga

set clk_period 4.0
set clk_io_pct 0.2

create_clock -name clk0 -period $clk_period [get_ports {clk}]

set non_clock_inputs [all_inputs -no_clocks]
set_input_delay [expr $clk_period * $clk_io_pct] -clock clk0 $non_clock_inputs
set_output_delay [expr $clk_period * $clk_io_pct] -clock clk0 [all_outputs]
==> flow/design.v <==
module axi4_to_ahb_vga(
    input                   clk     ,
    input                   rst_n   ,
    input   logic   [3:0]   arid    ,  
    input   logic   [31:0]  araddr  ,
    input   logic   [7:0]   arlen   ,
    input   logic   [2:0]   arsize  ,
    input   logic   [1:0]   arburst ,
    input   logic           arvalid ,
    output  logic           arready ,
    output  logic   [63:0]  rdata   ,
    output  logic   [1:0]   rresp   ,
    output  logic           rvalid  ,
    output  logic           rlast   ,
    output  logic   [31:0]  ahb_haddr   ,
    output  logic   [2:0]   ahb_hburst  ,
    output  logic   [3:0]   ahb_hprot   ,
    output  logic   [2:0]   ahb_hsize   ,
    output  logic   [1:0]   ahb_htrans  ,
    output  logic           ahb_hwrite  ,
    output  logic   [63:0]  ahb_hwdata  ,
    input   logic   [63:0]  ahb_hrdata  ,
    input   logic           ahb_hready  ,
    input   logic           ahb_hresp
);
assign rresp = 'b0;
parameter IDLE = 2'b00;
parameter ADDR = 2'b01;
parameter DATA = 2'b10;
logic [1:0] state_q,state_d;
logic s_axi4_ar_hdshk;
logic [7:0] addr_intr_cnt_q,addr_intr_cnt_d;
logic [31:0] ahb_addr_q,ahb_addr_d;
assign s_axi4_ar_hdshk = arready && arvalid;
always_ff@(posedge clk or negedge rst_n) begin : ahb_fsm_ff
    if(!rst_n) begin
        state_q <= 0;
    end else begin
        state_q <= state_d;
    end
end
always_comb begin : ahb_fsm_comb
    case(state_q)
        IDLE : state_d = s_axi4_ar_hdshk ? ADDR : IDLE;
        ADDR : state_d = ahb_hready ? DATA : ADDR;
        DATA : state_d = (addr_intr_cnt_q == 0) && ahb_hready ? IDLE : DATA;
        default : state_d = IDLE;
    endcase
end
assign addr_intr_cnt_d  = (state_q==DATA)&&ahb_hready ? addr_intr_cnt_q-1 : addr_intr_cnt_q; 
assign ahb_addr_d = (!(addr_intr_cnt_q == 0) && ahb_hready )? ahb_addr_q+8 : ahb_addr_q;  
always_ff @(posedge clk or negedge rst_n) begin : len_cnt_ff
    if(!rst_n)begin
        addr_intr_cnt_q <= 0;
    end else if(s_axi4_ar_hdshk) begin
        addr_intr_cnt_q   <= arlen;
    end else if(addr_intr_cnt_q == 0)begin
        addr_intr_cnt_q <= 0;
    end else begin
        addr_intr_cnt_q <= addr_intr_cnt_d;
    end
end
always_ff @(posedge clk or negedge rst_n) begin : addr_ff
    if(!rst_n)begin
        ahb_addr_q <= 0;
    end else if(s_axi4_ar_hdshk) begin
        ahb_addr_q <= araddr;
    end else
        ahb_addr_q <= ahb_addr_d;
end
assign ahb_haddr = ahb_addr_q;
assign arready = (state_q == IDLE);
assign ahb_htrans = (state_q == IDLE) ? 2'b00 : 2'b10;
assign ahb_hwrite   = 0;
assign ahb_hwdata   = 'b0;
assign ahb_hprot    = 'b0;
assign ahb_hsize    = 3'd3;  
assign ahb_hburst   =  3'b000;
assign rvalid = (state_q==DATA) ? ahb_hready : 0;
assign rdata  = ahb_hrdata;
assign rlast  = (addr_intr_cnt_q == 0) ;
endmodule
==> impl_metrics.py <==
# Generated from Yosys and OpenROAD reports
metrics = {
    "power_and_ir_drop": {
        "swShare_pct": 34.11,
        "ir_worst_vdd_mv": 0.1791,
        "power_density_nw_per_um2": 554.2,
        "seqPwrFrac_pct": 40.9,
        "p_leak_uw": 0.001568,
        "p_comb_share_pct": 37.1,
        "p_sw_uw": 737.7,
        "intPower_uw": 1425,
        "power_frac_clock_pct": 22.0,
    },
    "final_timing": {
        "layout_min_cycle_time_ns": 3.132,
        "fin_ws_ns": 0.8678,
        "max_slew.worst_pin.slew_ns": 0.7652,
        "finClkSkew_ns": 0.005551,
        "fmax_mhz": 319.3,
        "setup_viol": 0,
        "fin_setup_tns_ns": 0,
        "holdWs_ns": 0.4929,
        "finalHoldViolCount": 0,
        "rsz0062_at_grt": "false",
        "slew_viol_final": 0,
        "maxSlewHeadroom_pct": 48.98,
        "period_used_pct": 78.30,
    },
    "place": {
        "dp_hpwl_um": 7193,
        "port_buffers": 79,
        "place_area_um2": 3734,
        "gp_congestion": 0.8221,
        "pre_cts_slack_ns": 0.8485,
    },
    "route": {
        "routed_via_density": 4.436,
        "antenna_cells": 0,
        "antenna_left": 0,
        "drc": 0,
        "firstDrtPassIters": 6,
        "vias": 2715,
        "drt_iter0_drc": 128,
        "routed_wl_um": 9446,
        "wl_per_cell_um": 15.43,
    },
    "global_routing": {
        "antenna_found_initial": 0,
        "grt_max_degree": 44,
        "grt_usage_pct": 9.806,
        "grt_pass1_vias": 2824,
        "gr-total-overflow": 0,
        "grt_pass1_wl_um": 14860,
    },
    "floorplanning": {
        "fp_util_pct": 26.97,
        "die_area_um2": 18500,
        "placementRows": 42,
        "boundaryPins": 296,
        "die_height_um": 136,
        "fp.dieW_um": 136,
        "coreArea_um2": 13190,
    },
    "cts": {
        "numCtsBuffers": 5,
        "htree_levels": 2,
        "post_cts_buffers": 0,
        "cts_root_buffer": "clkbuf_16",
        "clk_pin_slew_worst_paths_ns": 0.06,
        "hold_buffers": 0,
        "clkSinkCount": 43,
        "insertion_delay_ns": 0.29,
        "post_cts_resized": 0,
        "clk_path_buf_depth": 2,
        "cts_tree": "built",
    },
    "hold_path": {
        "min-delay-start": "ahb_addr_q[1]",
        "holdPathEnd": "ahb_addr_q[1]",
        "hold_path.class": "reg -> reg",
        "holdPathStages": 2,
    },
    "finish": {
        "fillers": 1376,
        "drive_gt1_share_pct": 4.358,
        "final_cell_mix": "conb_1, clkdlybuf4s50_1, dfrtp_1",
        "final_cell_area_um2": 3902,
        "area_delta_synth_final_pct": 9.708,
    },
    "critical_path": {
        "r2r_slack_ns": 1.55,
        "crit_start": "ahb_hready",
        "crit_buf_inv": 3,
        "critical_path.slowest_cell": "clkdlybuf4s50_1",
        "cp.required_ns": 3.20,
        "crit_type": "in -> out",
        "path_common_cell": "clkdlybuf4s50_1",
        "critPathMaxFanout": 10,
        "crit_family": "buffers and inverters",
        "reg2reg_depth": 7,
        "endpoint_kind": "output pin",
        "max_stage_delay_ns": 0.67,
        "worstPathArrival_ns": 2.33,
        "crit_chain": "clkdlybuf4s50_1 > nand2_1 > inv_1 > clkdlybuf4s50_1",
        "reg2reg_to": "ahb_addr_q[26]",
        "start_kind": "input pin",
        "r2r_start": "addr_intr_cnt_q[0]",
    },
    "logic_synthesis": {
        "synth_flops": 43,
        "ys_cells": 427,
        "syn_area_um2": 3557,
        "yosys-stat-area_um2": 3557,
        "syn_avg_cell_area_um2": 8.331,
        "synth_cell_type_count": 40,
        "synth_top_flop_cell": "dfrtp_1",
        "ys_async_sr_fraction_pct": 100.0,
        "edf_count": 0,
        "synthCells": 427,
        "yosysWarnings": 1,
        "ys_seq_share_pct": 30.28,
    },
    "outcome": {
        "status": "finished clean",
    },
    "job": {
        "warnings": 36,
        "drv_cap": 0,
    },
}
final cells by class:
type,instances,area (um^2),share of cell area (%)
Timing Repair Buffer,84,823.3,21.10
Multi-Input combinational cell,294,1587,40.65
Sequential cell,43,1077,27.60
Clock buffer,5,125.1,3.206
Tap cell,176,220.2,5.643
Inverter,7,26.28,0.6733
Clock inverter,3,43.79,1.122
per-layer routing:
metal	vias up	GRT usage [%]	wire, um
met2	119	15.60	4340
met1	1290	12.88	4127
met4	0	2.071	189
met3	25	3.109	788
met5	-	0	0
li1	1281	-	-
state kept, by name (all words and copies together) (netlist names):
register         cells
addr_intr_cnt_q      8
state_q              3
ahb_addr_q          32
power by group through the flow:
stage / sequential [uW] / clock (uW) / combinational, uW
after global routing: 924 / 515 / 904
after CTS: 885 / 497 / 823
final: 885 / 476 / 802
logic make-up (layout without fill, tap and decap cells):
kind of cell	after synthesis	in the layout	share of synthesized area [%]
buffers and inverters	166	99	33.13
other	2	78	0.2111
flip-flops	43	43	30.29
AND-OR/OR-AND	72	72	13.01
AND/OR/NAND/NOR	125	125	18.15
multiplexers	5	5	1.442
XOR/XNOR	11	11	2.709
adder cells (fa/ha/maj)	3	3	1.055
Yosys cell counts (3+ instances only):
cell | number | area, um^2
a21oi_1 | 6 | 30.03
a31oi_1 | 18 | 112.6
and3_1 | 3 | 18.77
buf_2 | 3 | 15.01
buf_4 | 143 | 1074
clkbuf_1 | 10 | 37.54
dfrtp_1 | 42 | 1051
ha_1 | 3 | 37.54
inv_1 | 7 | 26.28
mux2i_1 | 4 | 40.04
nand2_1 | 40 | 150.1
nand3_1 | 6 | 30.03
nand4_1 | 12 | 75.07
nor2_1 | 26 | 97.59
nor3_1 | 3 | 15.01
o21ai_0 | 21 | 105.1
o31ai_1 | 15 | 112.6
or3_1 | 10 | 62.56
or4_1 | 16 | 120.1
xnor2_1 | 8 | 70.07
xor2_1 | 3 | 26.28
worst register-to-register path, stage by stage, from the launching register on:
cell and delay, ns:
dfrtp_1 0.39, inv_1 0.07, ha_1 0.19, nor4b_2 0.15
buf_4 0.17, a211o_1 0.60, or4_1 0.62, a31oi_1 0.17
worst max-delay path by stage:
stage         cells past startpoint  slack, ns  endpoint
CTS                               4       0.86    rvalid
global route                      4       0.75    rvalid
finish                            4       0.87    rvalid
per-stage QoR:
step | util [%] | std cells | power [uW]
5_1_grt | 29.59 | 612 | 2342
3_5_place_dp | 28.31 | 604 | 1703
3_3_place_gp | 28.31 | 604 | 1690
6_report | 29.59 | 612 | 2163
2_1_floorplan | - | 503 | 1278
4_1_cts | 29.59 | 612 | 2205
Power and IR drop assume default switching activity.
